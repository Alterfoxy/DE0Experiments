==> ./config.mk <==
export PLATFORM = sky130hd
export DESIGN_NAME = hex7
export DESIGN_NICKNAME = hex7
export VERILOG_FILES = /design/flow/design.v
export SDC_FILE = /design/flow/constraint.sdc
export NUM_CORES = 4
export LEC_CHECK = 1
export CORE_AREA = 10 10 70 70
export DIE_AREA = 0 0 80 80
==> ./constraint.sdc <==
current_design hex7

set clk_period 1.2
set clk_io_pct 0.2

create_clock -name clk0 -period $clk_period

set non_clock_inputs [all_inputs -no_clocks]
set_input_delay [expr $clk_period * $clk_io_pct] -clock clk0 $non_clock_inputs
set_output_delay [expr $clk_period * $clk_io_pct] -clock clk0 [all_outputs]
==> ./design.v <==
module hex7
(
    input  wire [3:0] i,  
    output wire [6:0] o   
);
assign o =
    i == 4'b0000 ? 7'b1000000 :  
    i == 4'b0001 ? 7'b1111001 :  
    i == 4'b0010 ? 7'b0100100 :  
    i == 4'b0011 ? 7'b0110000 :  
    i == 4'b0100 ? 7'b0011001 :  
    i == 4'b0101 ? 7'b0010010 :  
    i == 4'b0110 ? 7'b0000010 :  
    i == 4'b0111 ? 7'b1111000 :  
    i == 4'b1000 ? 7'b0000000 :  
    i == 4'b1001 ? 7'b0010000 :  
    i == 4'b1010 ? 7'b0001000 :  
    i == 4'b1011 ? 7'b0000011 :  
    i == 4'b1100 ? 7'b1000110 :  
    i == 4'b1101 ? 7'b0100001 :  
    i == 4'b1110 ? 7'b0000110 :  
                   7'b0001110;  
endmodule
==> ./run.sh <==
#!/bin/bash
# OpenROAD 26Q1-2900-gdf79404cd8, Yosys 0.63+post, stock flow scripts
make -C /OpenROAD-flow-scripts/flow DESIGN_CONFIG=/design/flow/config.mk WORK_HOME=/design/flow/orfs finish
==> Slide: Implementation Results <==
Physical Implementation Snapshot

Worst hold path
  • Hold depth: 4
  • Worst Hold End: o[5]
  • Hold Crit Class: primary input to primary output
  • Hold path startpoint: i[2]

Final layout
  • Non-Filler Instances: 100
  • Layout filler cell count: 390
  • Flop count: 0
  • Register area: 0 um2
  • Finished Cell Area: 493.0 um2
  • Area grow syn2layout: 126.4%
  • # clk buffers: 0
  • Share of layout cells above drive strength 1: 68.52%

Route
  • ANT cells: 0
  • Via count: 301
  • Routed len/inst: 8.980 um
  • Drt via density: 3.010
  • Routed wire length: 898 um
  • Initial DRC Count: 26
  • Initial DRT Pass Iterations: 2
  • # DRC: 0
  • Antenna viol nets, final: 0

Final timing
  • Worst-margin pin slew: 0.1815 ns
  • Slew HR: 87.90%
  • Worst hold slack: 0.8303 ns
  • RSZ-0062 raised after global routing: yes
  • Fin. Hold Viols: 0
  • Max Slew Vio Count: 0
  • F_max: 794.6 MHz
  • Finish-stage setup viols: 2
  • Min cycle time layout: 1.259 ns
  • Final total negative setup slack: -0.09064 ns
  • Worst setup margin: -0.05855 ns
  • Period utilization: 104.9%

Place
  • Count of input and output buffers: 11
  • Placed insts: 95
  • DP Area: 406.6 um2
  • Dpl hpwl: 690.4 um
  • Routability Congestion: 0.6903

Setup path
  • Worst path arrival time: 1.02 ns
  • Worst setup EP type: primary output
  • CP Class: primary input to primary output
  • Worst Setup SP: i[3]
  • Slowest cell on the critical path: o32ai_2
  • CP delay by family, top: buffers and inverters
  • WP buf/inv: 4
  • CP peak stage delay: 0.22 ns
  • Critical Path, Cell by Cell: buf_8 -> buf_8 -> buf_6 -> o32ai_2 -> a31o_1 -> buf_2
  • Critical path fanouts, max: 7
  • CP Launch Type: primary input
  • Most used cell along the critical path: buf_8
  • CP required: 0.96 ns

Clock network
  • CTS Hold Bufs: 0

GRT
  • Vias in the first global route: 287
  • GR Overflow Total: 0
  • Largest net degree at the start of global routing: 10
  • First-pass GRT wire length: 1.414 mm
  • Initial antenna violation count: 0
  • GR Util All Layers: 2.656%

Synthesis
  • Top-area cell share: 15.52%
  • Avg Cell Area, Syn: 6.403 um2
  • Sequential area share after synthesis: 0%
  • Syn Inst Count: 34
  • Ranking of synthesized cells by area: buf_6 16%, nand2_1 8.6%, nand2b_1 8.6%
  • Cell Type Count: 20
  • Synth area leader: buf_6
  • Most frequent cells after synthesis: 5 x nand2_1, 3 x buf_6, 3 x nand2b_1, 3 x nor2_1
  • Yosys stat cell total: 34
  • Cell area after synthesis: 217.7 um2
  • Yosys chip area: 217.7 um2
  • Yosys warns: 0
  • Synth top cell by count: nand2_1

Status
  • Status: finished, violations left
  • Failing checks: negative setup slack

Power
  • Design Power: 0.1628 mW
  • Pwr/cell area: 330.2 mW/mm2
  • VDD IR max: 0.04852 mV
  • Leakage: 0.2273 nW

Die
  • Die W: 80 um
  • Row count: 21
  • FP Core Util: 6.374%
  • # IOs: 11
  • Chip area: 0.006400 mm2
  • Core ar.: 0.003416 mm2
  • Die span in y: 80 um

Flow run
  • Log Warnings: 34
  • Max-cap check violation count: 0
[tightest hold or removal path: cells and delay by family]
family	cells	cell delay (ns)
buf+inv	2	0.23
simple gates	1	0.07
compound gates	1	0.05
[cell usage in the layout (no fill, tap or decap), types with 2 or more instances in the layout]
master	count
buf_2	8
buf_4	8
buf_6	5
buf_8	3
nand2_1	4
nand2b_4	2
nand3_1	2
nor2_1	2
nor2b_2	3
o22ai_1	2
[cells by family after synthesis]
family                 Yosys count  share of synthesized area [%]
AND/OR/NAND/NOR                 18                          44.83
AND-OR/OR-AND                   10                          31.61
buffers and inverters            5                          19.54
XOR/XNOR                         1                          4.024
[final cells by class]
type	count	area, um2	area share, %
Timing Repair Buffer	24	201.4	40.86
Multi-Input combinational cell	29	230.2	46.70
Tap cell	46	57.56	11.68
Inverter	1	3.754	0.7614
[power by group]
group | total (mW) | leakage (nW) | switching (mW) | internal [mW]
Clock | 0 | 0 | 0 | 0
Sequential | 0 | 0 | 0 | 0
Combinational | 0.163 | 0.227 | 0.0658 | 0.0970
Total | 0.163 | 0.227 | 0.0658 | 0.0970
[how the worst max path moves through the flow]
stage,cells after the start,endpoint
6_report,6,o[0]
4_1_cts,6,o[0]
5_1_grt,6,o[0]
[per-stage QoR]
step / setup WS [ns] / util (%)
2_1_floorplan: 0.1451 / -
4_1_cts: -0.07980 / 13.81
5_1_grt: -0.1150 / 14.43
3_3_place_gp: -0.8960 / 11.90
6_report: -0.05855 / 14.43
3_5_place_dp: -0.9024 / 11.90
[per-layer routing]
metal	vias up	track usage, %	wire, um	share of wire, %
li1	162	-	-	-
met1	130	3.958	469	52
met2	9	3.852	363	40
met3	0	0.7955	65	7.2
met4	0	0	0	0
met5	-	0	0	0
[what timing repair did]
action	4_1_cts	5_1_grt
gates cloned	0	0
buffers inserted	5	0
setup endpoints to repair	7	3
gates resized	58	6
pin swaps	7	1
Power is estimated from default activity; no workload was simulated.
