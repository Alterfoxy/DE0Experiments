**/design/flow/run.sh**
```bash
#!/bin/bash
# OpenROAD 26Q1-2900-gdf79404cd8, Yosys 0.63+post, stock flow scripts
make -C /OpenROAD-flow-scripts/flow DESIGN_CONFIG=/design/flow/config.mk WORK_HOME=/design/flow/orfs finish
```
**/design/flow/config.mk**
```make
export PLATFORM = sky130hd
export DESIGN_NAME = adapter
export DESIGN_NICKNAME = adapter
export VERILOG_FILES = /design/flow/design.v
export SDC_FILE = /design/flow/constraint.sdc
export NUM_CORES = 4
export LEC_CHECK = 1
export CORE_UTILIZATION = 40
```
**/design/flow/constraint.sdc**
```tcl
current_design adapter

set clk_period 5.6
set clk_io_pct 0.2

create_clock -name clk0 -period $clk_period [get_ports {CLOCK}]

set non_clock_inputs [all_inputs -no_clocks]
set_input_delay [expr $clk_period * $clk_io_pct] -clock clk0 $non_clock_inputs
set_output_delay [expr $clk_period * $clk_io_pct] -clock clk0 [all_outputs]
```
**/design/flow/design.v**
```verilog
module adapter
(
    input   wire        CLOCK,
    output  reg  [3:0]  VGA_R,
    output  reg  [3:0]  VGA_G,
    output  reg  [3:0]  VGA_B,
    output  wire        VGA_HS,
    output  wire        VGA_VS,
    input   wire [3:0]  KEY
);
parameter hzv = 640, hzf = 16, hzs = 96, hzb = 48, hzw = 800,
          vtv = 400, vtf = 12, vts = 2,  vtb = 35, vtw = 449;
assign VGA_HS = X  < (hzb + hzv + hzf);  
assign VGA_VS = Y >= (vtb + vtv + vtf);  
reg  [ 9:0] X = 0; wire xmax = (X == hzw - 1);
reg  [ 9:0] Y = 0; wire ymax = (Y == vtw - 1);
wire [ 9:0] x = (X - hzb);  
wire [ 9:0] y = (Y - vtb);  
reg  [9:0]  lf_player = 32;
reg  [9:0]  rt_player = 60;
reg  [1:0]  np;  
reg  [9:0]  x_bullet  = 320;
reg  [9:0]  y_bullet  = 200;
reg         x_dir     = 1'b0;
reg         y_dir     = 1'b0;
reg  [7:0]  lf_life;
reg  [7:0]  rt_life;
wire is_lf_player = x > 32  && x < 40    && y > lf_player && y < lf_player + 64;
wire is_rt_player = x > 608 && x < 608+8 && y > rt_player && y < rt_player + 64;
wire is_border  =   ((x == 30 || x == 618) && y >= 10 && y <= 390) ||
                    ((y == 10 || y == 390) && x >= 30 && x <= 618) ||
                     (x == 320 || x == 321);
wire is_bullet  =   (x >= x_bullet - 4) && (x <= x_bullet + 4) &&
                    (y >= y_bullet - 4) && (y <= y_bullet + 4);
wire is_life =
    (x[1:0] != 3'b00) && (y >= 392) &&
    ( (x < 320 && x > 320 - (lf_life << 2)) ||
      (x > 320 && x < 320 + (rt_life << 2))
    );
always @(posedge CLOCK) begin
    X <= xmax ?         0 : X + 1;
    Y <= xmax ? (ymax ? 0 : Y + 1) : Y;
    if (xmax && ymax) begin
        x_bullet <= x_dir ? x_bullet + 1'b1 : x_bullet - 1'b1;
        y_bullet <= y_dir ? y_bullet + 1'b1 : y_bullet - 1'b1;
        if      ((x_bullet == 40+4) && (y_bullet > lf_player-4) && (y_bullet < lf_player+64+4))
        begin x_bullet <= 40+4+1; x_dir <= 1'b1; end
        else if ((x_bullet == 607) && (y_bullet > rt_player-4) && (y_bullet < rt_player+64+4))
        begin x_bullet <= 607-1; x_dir <= 1'b0; end
        else if (x_bullet == 0 || x_bullet == 640) begin
            x_bullet <= 320;
            y_bullet <= 200;
            x_dir    <= np[0];
            y_dir    <= np[1];
            if (x_bullet) rt_life <= rt_life + 1;  
            else          lf_life <= lf_life + 1;  
            np <= ~np;
        end
        if      (y_bullet ==  14) begin y_dir <= 1'b1; y_bullet <= 15; end
        else if (y_bullet == 386) begin y_dir <= 1'b0; y_bullet <= 385; end
        if (lf_player > 12     && KEY[0] == 1'b0) lf_player <= lf_player - 1;
        if (lf_player < 390-66 && KEY[1] == 1'b0) lf_player <= lf_player + 1;
        if (rt_player > 12     && KEY[2] == 1'b0) rt_player <= rt_player - 1;
        if (rt_player < 390-66 && KEY[3] == 1'b0) rt_player <= rt_player + 1;
    end
    if (X >= hzb && X < hzb + hzv && Y >= vtb && Y < vtb + vtv)
    begin
         {VGA_R, VGA_G, VGA_B} <=
            is_lf_player || is_rt_player ? 12'h0F0 :
            is_life   ? 12'hF00 :
            is_bullet ? 12'hF80 :
            is_border ? 12'h028 :
                        12'h111;
    end
    else {VGA_R, VGA_G, VGA_B} <= 12'b0;
end
endmodule
```
==> out/metrics.yaml <==
final_timing:
  finClkSkew_ns: 0.0109
  fin_tns_setup_ns: 0
  slew_headroom_pct: 42.8
  setup_viol_count_final: 0
  post-route-min-period_ns: 4.04
  setup_ws_ns: 1.56
  rsz0062_at_grt: "no"
  final-max-slew-violation-count: 0
  report.final.hold_viol_count: 0
  clock.fmax_mhz: 248
  period_used_pct: 72.1
  timing_worst_slew_pin_value_ns: 0.852
clock_network:
  post_cts_setup_repair_buffer_count: 0
  numClockSinks: 88
  clockRootBuffer: "sky130_fd_sc_hd__clkbuf_16"
  holdBufCountCts: 0
  clock_tree_from_tritoncts: "done"
  skew_pair_late_insertion_delay_ns: 0.36
  cts.htree.levels: 3
  cts.reportedPaths.clkPinSlew_ns: 0.06
  cts_resized: 0
  cts_buffers: 9
  cts_max_path_buffers: 2
yosys:
  syn_inst: 1137
  synth.top_cells.by_count: "sky130_fd_sc_hd__ha_1, sky130_fd_sc_hd__xnor2_1, sky130_fd_sc_hd__inv_1, sky130_fd_sc_hd__edfxtp_1, sky130_fd_sc_hd__a21oi_1"
  yosys_area_sq_mm: 0.00996
  most_common_cell: "sky130_fd_sc_hd__ha_1"
  ys_top_cells_by_area: "sky130_fd_sc_hd__ha_1, sky130_fd_sc_hd__edfxtp_1, sky130_fd_sc_hd__xnor2_1"
  syn_avg_cell_area_sq_um: 8.76
  synth.ff_latch_count: 88
  netlist-cell-type-count: 83
  ys_seq_share_pct: 24.7
  enable_flop_cells: 70
  synthesis.yosys.warnings: 1
  netlist.area_leader.share_pct: 21.7
  ys.flop_type: "sky130_fd_sc_hd__edfxtp_1"
  netlist.top_cell.by_area: "sky130_fd_sc_hd__ha_1"
  asyncSetResetFlopFracSynth_pct: 0
  ys_cells: 1137
  syn-cell-area_sq_mm: 0.00996
global_routing:
  antenna_found_initial: 0
  grt_pass1_vias: 7872
  overflow: 0
  grt_pass1_wl_mm: 40.6
  groute.usage.overall_pct: 20.2
  grt_start_max_net_pins: 22
min_path:
  worst_hold_path_type: "register to register"
routing:
  drt-initial-drc-count: 486
  detail_route.wl_per_cell_um: 16.7
  vias: 8125
  vias_per_cell: 5.56
  antenna-diode-count: 0
  drt_wl_total_mm: 24.4
  drc: 0
  drt_pass1_iterations: 5
  route.antenna.remaining_nets: 0
placed_design:
  detailed_place_hpwl_mm: 18.7
  gp_congestion: 0.910
  pre_cts_ws_ns: 1.55
  port_buffers: 16
setup_path:
  critPathCaptureType: "register"
  critical_path_depth: 12
  regToRegEndpoint: "VGA_R[2]"
  cp_data_arrival_time_ns: 4.27
  cp.buffers_inverters: 0
  critical_path.max_stage_delay_ns: 0.62
  critical_path_class: "register to register"
  worst_path_most_repeated_cell: "sky130_fd_sc_hd__ha_1"
  crit_path_start_kind: "register"
  highest_net_fanout_along_the_worst_path: 16
  regToRegSetupSlack_ns: 1.56
  worst_path_dominant_cell_family: "AND-OR/OR-AND gates"
  critical_path_destination: "VGA_R[2]"
  rr_worst_depth: 12
  cell_by_cell_listing_of_the_critical_path: "ha_1, o41ai_4, nand2_1, xnor2_1, ha_1, nand3_1, nor2_1, a41o_1, a2111oi_0, a32oi_2, nand2b_2, a21oi_1"
  worst_setup_path_startpoint: "Y[0]"
  timing.critical_path.slowest_stage_cell: "sky130_fd_sc_hd__edfxtp_1"
  worst_ep_required_time_ns: 5.83
  critical_path.reg2reg.startpoint: "Y[0]"
floorplan:
  core_sq_mm: 0.0244
  dieHeight_um: 160
  starting_density_of_the_core_pct: 40.8
  num_io_pins: 19
  floorplan.rows: 57
  chip_area_sq_mm: 0.0255
  die_width_um: 160
power:
  static-leakage-power_uw: 0.00431
  power.density_mw_per_mm2: 333
  design_power_total_uw: 3560
  vdd.ir_drop.worst_v: 0.000231
cells_and_area:
  area_growth_pct: 7.50
  final_layout_size_suffix_gt1_share_pct: 3.69
  final_util_pct: 43.9
status:
  outcome: "finished clean"
flow_run:
  tool_warnings: 52
  maxCapViolCount: 0
[area by class of cell]
type | instances | area (sq um)
Fill cell | 2393 | 13700
Clock buffer | 10 | 250
Clock inverter | 6 | 38.8
Tap cell | 324 | 405
Timing Repair Buffer | 26 | 235
Inverter | 91 | 342
Multi-Input combinational cell | 917 | 6970
Sequential cell | 88 | 2460
[kinds of logic after synthesis]
kind of cell	share of synthesized area [%]
other cells	0.0377
fa+ha+maj	22.9
flops	24.7
compound gates	17.7
simple gates	18.2
mux	0.101
xor+xnor	11.1
buf+inv	5.30
[stage by stage]
stage	area [sq um]	hold WS, ns	std cells
after floorplan	9960	0.475	1138
after global placement	10400	0.526	1446
after detailed placement	10400	0.535	1446
after CTS	10700	0.546	1462
after global routing	10700	0.551	1462
final	10700	0.544	1462
[registers in the layout, indices dropped and copies added (netlist names)]
register,flops
np,2
Y,10
X,10
rt_player,10
x_bullet,10
lf_player,10
rt_life,8
VGA_B,2
VGA_G,4
lf_life,8
VGA_R,2
y_dir,1
x_dir,1
y_bullet,10
[layer usage]
metal | vias to the layer above | global-route usage [%] | routed length [um]
li1 | 4183 | - | -
met1 | 3757 | 31.5 | 12400
met2 | 135 | 29.6 | 10300
met3 | 50 | 3.34 | 964
met4 | 0 | 5.58 | 773
met5 | - | 0 | 0
[where the power goes]
group	leakage, uW	internal [uW]	switching [uW]	total [uW]
combinational	0.00337	861	1050	1920
clock	0.000148	329	279	608
sequential	0.000782	865	175	1040
total	0.00431	2050	1510	3560
[layout by cell type, fill, tap and decap left out, drive strengths merged, types with 23 or more instances in the layout]
master	instances
nor3	34
ha	173
inv	93
a21oi	68
edfxtp	70
xor2	34
nand3	59
xnor2	92
nand4	23
nand2	64
o21ai	54
nor2	64
[how the worst min path moves through the flow]
stage / start / to / cells after the start / slack (ns)
global route: np[0] / np[0] / 1 / 0.55
finish: np[0] / np[0] / 1 / 0.54
CTS: np[0] / np[0] / 1 / 0.55
Power is estimated from default activity; no workload was simulated.
