==> flow/design.v <==
module keyboard
(
    input   wire        clock_25,
    inout   wire        PS2_CLK,
    inout   wire        PS2_DAT,
    output  reg         keyb_ready,
    output  reg [7:0]   keyb_data
);
reg         state;
reg [ 9:0]  data;
reg [ 3:0]  cnt;
reg [ 1:0]  k;
always @(negedge clock_25) begin
    keyb_ready <= 1'b0;
    case (state)
    0: if (k == 2'b10) begin state <= 1'b1; cnt <= 0; end
    1: if (k == 2'b01) begin
        if (cnt == 10) begin
            state       <= 1'b0;
            keyb_ready  <= (PS2_DAT == 1'b1) && (data[0] == 1'b0);
            keyb_data   <= data[8:1];
        end
        data  <= {PS2_DAT, data[9:1]};
        cnt   <= cnt + 1;
    end
    endcase
    k <= {k[0], PS2_CLK};
end
endmodule
==> flow/run.sh <==
#!/bin/bash
# OpenROAD 26Q1-2900-gdf79404cd8, Yosys 0.63+post, stock flow scripts
make -C /OpenROAD-flow-scripts/flow DESIGN_CONFIG=/design/flow/config.mk WORK_HOME=/design/flow/orfs finish
==> flow/config.mk <==
export PLATFORM = sky130hd
export DESIGN_NAME = keyboard
export DESIGN_NICKNAME = keyboard
export VERILOG_FILES = /design/flow/design.v
export SDC_FILE = /design/flow/constraint.sdc
export NUM_CORES = 4
export LEC_CHECK = 1
export CORE_AREA = 10 10 86 86
export DIE_AREA = 0 0 96 96
==> flow/constraint.sdc <==
current_design keyboard

set clk_period 1.8
set clk_io_pct 0.2

create_clock -name clk0 -period $clk_period [get_ports {clock_25}]

set non_clock_inputs [all_inputs -no_clocks]
set_input_delay [expr $clk_period * $clk_io_pct] -clock clk0 $non_clock_inputs
set_output_delay [expr $clk_period * $clk_io_pct] -clock clk0 [all_outputs]
==> impl_metrics.tcl <==
# flow metrics
set metrics [dict create \
    status "stopped before the end" \
    stop_stage "global routing" \
    flow.first_error "[ERROR RSZ-0074] Failed to build tree from global routes for pin 'PS2_DAT' and net 'PS2_DAT' at grid (3450, 44850): found route to 3 pins, expected 2" \
    synth.distinct_cells 17 \
    postPlaceCellArea_um2 1079 \
    area_leaders "edfxtp_1, dfxtp_1, ha_1" \
    synth_warnings 1 \
    netlist_instances 48 \
    fp_util 0.1608 \
    detailed_place_hpwl_um 896.1 \
    top_area_frac 0.7416 \
    syn_avg_cell_area_um2 18.56 \
    place.gp.congestion 0.7065 \
    postSynthSeqShare 0.8315 \
    cts_sinks 26 \
    pin_count 12 \
    syn-cell-area_um2 890.9 \
    unconstrained_endpoints 2 \
    clock_path_buffers 2 \
    grt_max_degree 16 \
    synth-area-yosys_um2 890.9 \
    die_width_um 96 \
    ys_cells 48 \
    cts_htree_levels 1 \
    die_y_um 96 \
    portBuffers 9 \
    root_buffer "clkbuf_8" \
    post_cts_buffers 0 \
    rows 27 \
    top_area_cell "edfxtp_1" \
    cts_made_buffers 3 \
    ys_ff 26 \
    dp_cells 130 \
]
-- cell usage after synthesis --
cell type / n
mux2i_1: 1
and2_1: 1
nand3b_2: 1
or2b_1: 1
nand3_1: 1
nor2b_1: 3
o21ai_0: 1
xor2_1: 1
edfxtp_1: 22
nand2b_1: 2
ha_1: 2
nor4_1: 1
inv_1: 3
nor3_1: 1
dfxtp_1: 4
o32a_1: 1
nand2_1: 2
-- logic make-up after synthesis --
logic type	share of synthesized area
flip-flops	0.8315
AND/OR/NAND/NOR	0.08989
buffers and inverters	0.01264
AND-OR/OR-AND	0.01685
adder cells (fa/ha/maj)	0.02809
XOR/XNOR	0.009833
multiplexers	0.01124
-- what timing repair did --
action,in CTS
endpoints found under the setup margin,9
hold endpoints to repair,0
hold buffers,0
resized,28
cloned,0
-- through the flow --
stage / setup slack (ns) / util / setup TNS, ns / power, mW
floorplan: 0.1341 / - / 0 / 0.8233
global placement: -0.2457 / 0.1947 / -2.073 / 0.8339
detailed placement: -0.2404 / 0.1947 / -2.078 / 0.8374
CTS: -0.2866 / 0.2123 / -2.427 / 1.320
No activity file was given, so power comes from the tool's default toggle rates.
